`design.v`:
```
`timescale 1ns / 1ps
module rr_arbiter (
    input wire clk,
    input wire rst,
    input wire [3:0] req,
    output reg [3:0] gnt
);
    localparam S0 = 2'b00;
    localparam S1 = 2'b01;
    localparam S2 = 2'b10;
    localparam S3 = 2'b11;
    reg [1:0] state, next_state;
    always @(posedge clk or posedge rst) begin
        if (rst)
            state <= S0;
        else
            state <= next_state;
    end
    always @(*) begin
        gnt = 4'b0000;
        next_state = state;   
        case (state)
            S0: begin
                if (req[0]) begin
                    gnt = 4'b0001;
                    next_state = S1;
                end
                else if (req[1]) begin
                    gnt = 4'b0010;
                    next_state = S2;
                end
                else if (req[2]) begin
                    gnt = 4'b0100;
                    next_state = S3;
                end
                else if (req[3]) begin
                    gnt = 4'b1000;
                    next_state = S0;
                end
            end
            S1: begin
                if (req[1]) begin
                    gnt = 4'b0010;
                    next_state = S2;
                end
                else if (req[2]) begin
                    gnt = 4'b0100;
                    next_state = S3;
                end
                else if (req[3]) begin
                    gnt = 4'b1000;
                    next_state = S0;
                end
                else if (req[0]) begin
                    gnt = 4'b0001;
                    next_state = S1;
                end
            end
            S2: begin
                if (req[2]) begin
                    gnt = 4'b0100;
                    next_state = S3;
                end
                else if (req[3]) begin
                    gnt = 4'b1000;
                    next_state = S0;
                end
                else if (req[0]) begin
                    gnt = 4'b0001;
                    next_state = S1;
                end
                else if (req[1]) begin
                    gnt = 4'b0010;
                    next_state = S2;
                end
            end
            S3: begin
                if (req[3]) begin
                    gnt = 4'b1000;
                    next_state = S0;
                end
                else if (req[0]) begin
                    gnt = 4'b0001;
                    next_state = S1;
                end
                else if (req[1]) begin
                    gnt = 4'b0010;
                    next_state = S2;
                end
                else if (req[2]) begin
                    gnt = 4'b0100;
                    next_state = S3;
                end
            end
        endcase
    end
endmodule
```
`constraint.sdc`:
```
current_design rr_arbiter

set clk_period 1.7
set clk_io_pct 0.2

create_clock -name clk0 -period $clk_period [get_ports {clk}]

set non_clock_inputs [all_inputs -no_clocks]
set_input_delay [expr $clk_period * $clk_io_pct] -clock clk0 $non_clock_inputs
set_output_delay [expr $clk_period * $clk_io_pct] -clock clk0 [all_outputs]
```
`run.sh`:
```
#!/bin/bash
# OpenROAD 26Q1-2900-gdf79404cd8, Yosys 0.63+post, stock flow scripts
make -C /OpenROAD-flow-scripts/flow DESIGN_CONFIG=/design/flow/config.mk WORK_HOME=/design/flow/orfs finish
```
`config.mk`:
```
export PLATFORM = sky130hd
export DESIGN_NAME = rr_arbiter
export DESIGN_NICKNAME = rr_arbiter
export VERILOG_FILES = /design/flow/design.v
export SDC_FILE = /design/flow/constraint.sdc
export NUM_CORES = 4
export LEC_CHECK = 1
export CORE_AREA = 10 10 70 70
export DIE_AREA = 0 0 80 80
```
==> job_summary.md <==
### Metrics collected by this job

| Metric | Value |
|---|---|
| P&R area growth vs syn | `83.72%` |
| Setup-failing EPs final | `0` |
| Post-synth ARST share | `100.0%` |
| Post-Synthesis Cells | `38` |
| Clk ins delay skew pair | `250 ps` |
| Worst hold path type | `in2async` |
| Placed Cells | `99` |
| CP arrival | `1330 ps` |
| YS chip area | `322.8 µm²` |
| Top-area cell share | `23.26%` |
| Critical R2R Launch | `state[3]$_DFF_PP0_` |
| Fill cells | `385` |
| Final Max Slew Viols | `0` |
| Die ar. | `6400 µm²` |
| Crit path from | `state[3]$_DFF_PP0_` |
| CORE AREA | `3416 µm²` |
| Post-route cell area | `593.1 µm²` |
| Slew HR | `77.36%` |
| Via Count | `402` |
| Total power per unit cell area | `620.7 nW/µm²` |
| DR WL/cell | `10.71 µm` |
| Total GRT Usage | `3.453%` |
| Final WL | `1157 µm` |
| First DRT Iteration DRCs | `49` |
| Max reg flops | `4` |
| Worst setup SP type | `flop` |
| Antenna violations before repair | `0` |
| Fp util | `9.451%` |
| Fin cells | `108` |
| Hold-fix buffers at CTS | `0` |
| Critical path capture point | `gnt[1]` |
| RSZ-0062 raised after global routing | `true` |
| Total number of yosys warnings | `1` |
| First-pass GRT wire length | `1821 µm` |
| Leading registers by flop count | `state (4)` |
| Crit end category | `output pin` |
| Post-Syn Area | `322.8 µm²` |
| Hold Fails Final Rpt | `0` |
| Clk slew on worst S/H paths | `40 ps` |
| Max Clk Rate | `0.5998 GHz` |
| Synth unique cells | `23` |
| Root Driver | `clkbuf_4` |
| Vias in the first global route | `393` |
| Share of cells above drive strength 1 | `46.77%` |
| Worst r2r dst | `state[2]$_DFF_PP0_` |
| Worst Path Max Fanout | `4` |
| Tcrit/Tclk final | `98.06%` |
| Total Power | `368.1 µW` |
| Register bank with the most flops | `state` |
| Number of max-cap violations | `0` |
| CP Class | `reg2out` |
| Ant. Diodes | `0` |
| Reg2reg setup slack | `480 ps` |
| Ys flop type | `dfrtp_1` |
| Top cells by area | `dfrtp_1, dfstp_2, a21oi_1` |
| Worst VDD drop | `0.1408 mV` |
| RePlAce Congestion | `0.8450` |
| Die width | `80 µm` |
| Crit path DRT | `1360 ps` |
| Detail Placement HPWL | `804.4 µm` |
| DRT antenna net count | `0` |
| Worst Skew | `9.356 ps` |
| Leakage | `0.2504 nW` |
| Reg2Reg Depth | `5` |
| Die height | `80 µm` |
| EDFF count, synth | `0` |
| Top cells by count | `a21oi_1, inv_1, dfrtp_1, o21ai_1` |
| Congestion Overflow GR | `0` |
| Pin count of the biggest net entering global routing | `8` |
| Setup TNS | `0 ps` |
| DRT Pass-1 Iters | `4` |
| Synth Area per Inst | `8.495 µm²` |
| Vias per std cell | `3.722` |
| Outcome | `completed` |
| CTS tree | `yes` |
| Port bufs | `9` |
| CTS max path bufs | `2` |
| H-tree Lvls | `1` |
| DRC Markers | `0` |
| DP Area | `511.7 µm²` |
| Row Count | `21` |
| Actual slew at the worst max-slew pin | `335.3 ps` |
| IO Pins | `10` |
| Log Warnings | `27` |
| Seq/Total Area, Yosys | `31.40%` |
| Yosys cell count | `38` |
| Area leader, netlist | `dfrtp_1` |
| Synth Register Bits | `4` |
| Fin crit period | `1667 ps` |
| TritonCTS Sinks | `4` |
| CTS Buf Count | `3` |
-- placed cells by master, fill, tap and decap left out, types with 2 or more instances in the layout --
| master | synthesis | routed |
|---|---|---|
| dfrtp_2 | 0 | 2 |
| inv_2 | 0 | 2 |
| o21ai_1 | 3 | 2 |
| a21oi_1 | 5 | 4 |
| dlygate4sd2_1 | 0 | 3 |
| nor2_1 | 2 | 2 |
| inv_1 | 5 | 3 |
| clkdlybuf4s15_1 | 0 | 4 |
| clkbuf_4 | 0 | 3 |
| nor2b_2 | 2 | 2 |
| buf_4 | 1 | 12 |
-- routing by layer --
metal	part of all wire (%)	track usage [%]	vias to the layer above	wire length [µm]
li1	-	-	188	-
met1	50	4.930	179	577
met4	5.4	1.408	0	63
met2	35	4.575	28	402
met5	0	0	-	0
met3	9.7	1.136	7	112
-- repair_timing --
action / in CTS / in global routing
endpoints found under the setup margin: 4 / 3
gates resized: 14 / 10
pin swaps: 6 / 3
buffers inserted: 3 / 2
-- per-stage QoR --
stage                     utilization [%]  hold slack [ps]  worst slack, ps
after global routing                17.36            303.2           -15.81
after floorplan                         -            105.4            583.3
after detailed placement            14.98            530.4           -395.5
after global placement              14.98            533.6           -395.4
final                               17.36            265.1            32.91
after CTS                           16.34            274.4           -75.45
-- worst min-delay path by stage --
stage,cells after the start,endpoint
6_report,2,state[3]$_DFF_PP0_
4_1_cts,2,state[3]$_DFF_PP0_
5_1_grt,2,state[3]$_DFF_PP0_
-- layout make-up --
type | instances | area [µm²] | area share (%)
repair buffers | 22 | 182.7 | 30.80
clock buffers | 4 | 26.28 | 4.430
flip-flops and latches | 4 | 103.9 | 17.51
multi-input cells | 27 | 203.9 | 34.39
well taps | 46 | 57.56 | 9.705
inverters | 5 | 18.77 | 3.165
-- worst max-delay path, stage by stage (launching register included) --
cell,delay [ps]
dfrtp_1,420
inv_2,90
buf_6,90
a21oi_2,40
o311a_1,330
clkbuf_2,100
-- cell families (layout without fill, tap and decap cells) --
kind of cell           after synthesis  count (layout)  synth area share, %
AOI/OAI and AO/OA                   17              17                36.05
buffers and inverters                7              31                11.63
DFF                                  4               4                31.40
and+or+nand+nor                     10              10                20.93
-- report_power, final --
group | internal (mW) | switching, mW | leakage, nW
Clock | 0.0887 | 0.0491 | 0.0150
Combinational | 0.0672 | 0.0472 | 0.187
Sequential | 0.104 | 0.0115 | 0.0486
Total | 0.260 | 0.108 | 0.250
Power is estimated from default activity; no workload was simulated.
